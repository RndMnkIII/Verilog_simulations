### design.v
module ttl_74169
(
  input clk,
  input direction,  
  input load_n,     
  input ent_n,
  input enp_n,
  input [3:0] P,
  output rco_n,     
  output [3:0] Q    
);
localparam counter_74169_delay = 15;  
localparam rco_74169_delay = 10;
reg [3:0] count = 0;
always @(posedge clk) begin
  if (~load_n)
  begin
    count <= #counter_74169_delay P;
  end
  else if (~ent_n & ~enp_n)  
  begin
    if (direction)
    begin
      count <= #counter_74169_delay count + 1;
    end
    else
    begin
      count <= #counter_74169_delay count - 1;
    end
  end
end
assign Q = count;
assign #rco_74169_delay rco_n = !load_n ? 1'b0: ~((&count) & ~ent_n); 
endmodule
### run.sh
#!/bin/bash
# OpenROAD 26Q1-2900-gdf79404cd8, Yosys 0.63+post, stock flow scripts
make -C /OpenROAD-flow-scripts/flow DESIGN_CONFIG=/design/flow/config.mk WORK_HOME=/design/flow/orfs finish
### config.mk
export PLATFORM = sky130hd
export DESIGN_NAME = ttl_74169
export DESIGN_NICKNAME = ttl_74169
export VERILOG_FILES = /design/flow/design.v
export SDC_FILE = /design/flow/constraint.sdc
export NUM_CORES = 4
export LEC_CHECK = 1
export CORE_AREA = 10 10 70 70
export DIE_AREA = 0 0 80 80
### constraint.sdc
current_design ttl_74169

set clk_period 2.9
set clk_io_pct 0.2

create_clock -name clk0 -period $clk_period [get_ports {clk}]

set non_clock_inputs [all_inputs -no_clocks]
set_input_delay [expr $clk_period * $clk_io_pct] -clock clk0 $non_clock_inputs
set_output_delay [expr $clk_period * $clk_io_pct] -clock clk0 [all_outputs]
==> flow_summary.ini <==
; synthesis and place-and-route metrics
[cells_and_area]
largest_reg_flops = 4
area_delta_synth_final_pct = 76.02
top_regs = count x4
fin_area_um2 = 486.7
drive_gt1_frac = 0.1250
fillers = 386
logic_area_um2 = 148.9
seq_area_um2 = 120.1
regMostFlops = count

[place]
place_congestion = 0.7432
dp_hpwl_um = 653.3
preCtsSetupSlack_ns = 0.3947
dpl_cell_area_um2 = 464.2
numPortBuffers = 13

[worst_setup_path]
crit_arrival_ns = 1.93
worst-path-max-fanout = 6
crit_top_cell = clkdlybuf4s50_1
critical-path-top-delay-family = buffers and inverters
slowest_delay_ns = 0.60
crit_required_ns = 2.32
start_kind = input pin
worst_path_max_delay_cell = clkdlybuf4s50_1
r2r_cells = 4
crit_buf_inv = 3
cp-end-kind = output port
worstSetupPathDepth = 4
path_class = in2out
crit_chain = clkdlybuf4s50_1, inv_1, a21oi_1, clkdlybuf4s50_1

[grt]
grt.total_usage = 0.02466
antenna_found_initial = 0
grt_max_degree = 7
grt_pass1_vias = 265
grt_pass1_wl_um = 1235
overflow = 0

[min_path]
min_path_type = reg2reg
hold_depth = 1

[final_timing]
worst_pin_slew_ns = 0.5370
hold_violations = 0
fmaxAchievable_mhz = 399.0
skew_ns = 0.001797
rsz0062_at_grt = false
fin_ws_ns = 0.3935
tns_ns = 0
setup-violations-final = 0
slew_viol_final = 0
slew_headroom = 0.6382
final.period_utilization = 0.8643
fin_crit_ns = 2.507

[cts]
cts_hold_buf = 0
insertion_delay_ns = 0.23
cts_tree = built
postCtsResizedCells = 0
root_buffer = clkbuf_4
htreeDepth = 1
clk_pin_slew_ns = 0.03
numCtsBuffers = 3
postCtsSetupRepairBufs = 0
ctsLongestPathBuffers = 2
cts_num_sinks = 4

[synth]
ys.flops = 4
ys_warn_count = 1
yosysUniqueCellTypes = 15
yosysSeqAreaShare = 0.4344
synth.avg_cell_area_um2 = 11.52
syn_inst = 24
synth_area_um2 = 276.5
ys_cells = 24
yosys_area_um2 = 276.5

[detailed_routing]
drt_iter0_markers = 2
viasPerCell = 2.791
finalWirelength_um = 757
drt-wirelength-per-cell_um = 8.802
ant_nets = 0
drcViolationCount = 0
dr.pass1.iters = 2
antenna_cells = 0
num_vias = 240

[floorplan]
core_area_um2 = 3416
die-area_um2 = 6400
dieWidth_um = 80
fp_util = 0.08095
die_y_um = 80
num_io_pins = 14
core.rowCount = 21

[power_and_ir_drop]
power.share.clock = 0.313
p_int_mw = 0.1650
pwr_density_cell_nw_per_um2 = 445.3
leakage_nw = 0.1766
comb_power_share = 0.300
switching_share = 0.2389
p_seq_frac = 0.387
power_switching_mw = 0.05179
ir_worst_vdd_v = 0.00007576
power.total_mw = 0.2168

[run_status]
outcome = finished, final reports clean

[run]
warnings = 25
drv_cap = 0
[synthesized netlist by cell type (all sizes together)]
master  n  area (um2)
nand3   1       5.000
and4    1       11.26
a21oi   3       15.01
o21ai   2       10.01
fa      1       20.02
and4b   1       10.01
nor2    1       3.750
edfxtp  4       120.1
mux2    1       11.26
a211o   1       8.760
xnor2   2       17.52
ha      2       25.02
inv     2       7.510
nand2   1       3.750
a211oi  1       7.510
[cell families (layout without fill, tap and decap cells)]
family | count (synthesis) | count (layout) | synth area share
xor gates and xnor gates | 2 | 2 | 0.06336
buffers and inverters | 2 | 18 | 0.02716
adders and majority gates | 3 | 3 | 0.1629
DFF | 4 | 4 | 0.4344
and+or+nand+nor | 5 | 5 | 0.1221
muxes | 1 | 1 | 0.04072
AOI/OAI and AO/OA | 7 | 7 | 0.1493
[path summary, 6_finish.rpt]
kind,start,endpoint,slack [ns]
worst max-delay path,load_n,rco_n,0.39
worst min-delay path,count[0],count[0],0.71
worst max register to register,count[2],count[3],1.30
worst min register to register,count[0],count[0],0.71
[metal layers]
| metal | routed length [um] | vias up | global-route usage |
|---|---|---|---|
| met3 | 135 | 3 | 0.02159 |
| met4 | 21 | 0 | 0.007042 |
| met1 | 313 | 101 | 0.02628 |
| li1 | - | 123 | - |
| met2 | 286 | 13 | 0.03531 |
| met5 | 0 | - | 0 |
[per-stage QoR]
step,hold WS (ns),cells,utilization
floorplan,0.6302,24,-
global route,0.7631,86,0.1425
global placement,0.7172,83,0.1359
detailed placement,0.7146,83,0.1359
finish,0.7101,86,0.1425
CTS,0.7216,86,0.1425
[power by group through the flow]
stage / sequential, mW / combinational (mW) / clock (mW)
global route: 0.0855 / 0.0744 / 0.0783
CTS: 0.0842 / 0.0667 / 0.0701
finish: 0.0840 / 0.0650 / 0.0678
[area by class of cell]
cell class,instances,share of cell area
Multi-Input combinational cell,18,0.3059
Timing Repair Buffer,13,0.2674
Sequential cell,4,0.2468
Tap cell,46,0.1183
Clock buffer,3,0.04627
Inverter,2,0.01542
[placed cells by master, fill, tap and decap left out]
cell and count:
a211o_1 1, a211oi_1 1, a21oi_1 3, and4_4 1, and4b_1 1, clkbuf_4 3, clkdlybuf4s50_1 13, edfxtp_1 4
fa_1 1, ha_1 2, inv_1 2, mux2_2 1, nand2_1 1, nand3_1 1, nor2_1 1, o21ai_0 2
xnor2_1 2
